==> config.mk <==
export PLATFORM = sky130hd
export DESIGN_NAME = core
export DESIGN_NICKNAME = core
export VERILOG_FILES = /design/flow/design.v
export SDC_FILE = /design/flow/constraint.sdc
export NUM_CORES = 4
export LEC_CHECK = 1
export CORE_UTILIZATION = 50
==> design.v <==
module Alu #(
    parameter   DATA_W = 32,
    parameter   OP_W = 6,
    parameter   IM_W = 16
)(
	input   [OP_W-1     : 0]    i_op,
    input   [DATA_W-1   : 0]    i_in_0,
    input   [DATA_W-1   : 0]    i_in_1,
    input   [IM_W-1     : 0]    i_im,
    output  [DATA_W-1   : 0]    o_alu_result,
    output                      o_zero,
    output                      o_overflow
);
reg     [DATA_W-1   :   0]  alu_result;
reg                         overflow;
wire    [DATA_W     : 0]    mem_addr;
wire                        mem_addr_of;
wire    [DATA_W     : 0]    add_i0, add_i1;
wire    [DATA_W     : 0]    add_result;
wire                        add_result_of;
wire    [DATA_W     : 0]    sub_result;
wire                        sub_result_of;
wire    [DATA_W-1   : 0]    or_result;
wire    [DATA_W-1   : 0]    xor_result;
assign  mem_addr        = {i_in_0[DATA_W-1], i_in_0} + {{(DATA_W-IM_W+1){i_im[IM_W-1]}}, i_im};
assign  mem_addr_of     = mem_addr[DATA_W] ^ mem_addr[DATA_W-1];
assign  add_i0          = {i_in_0[DATA_W-1], i_in_0};
assign  add_i1          = i_op[1]? {i_in_1[DATA_W-1], i_in_1}: {{(DATA_W-IM_W+1){i_im[IM_W-1]}}, i_im};
assign  add_result      = add_i0 + add_i1;
assign  add_result_of   = add_result[DATA_W] ^ add_result[DATA_W-1];
assign  sub_result      = {i_in_0[DATA_W-1], i_in_0} - {i_in_1[DATA_W-1], i_in_1};
assign  sub_result_of   = sub_result[DATA_W] ^ sub_result[DATA_W-1];
assign  or_result       = i_in_0 | i_in_1;
assign  xor_result      = i_in_0 ^ i_in_1;
assign  o_zero          = ~( sub_result_of | (|sub_result) );
assign  o_alu_result    = alu_result;
assign  o_overflow      = overflow;
always@(*) begin
    alu_result = {DATA_W{1'b0}};
    overflow = 1'b0;
    if(~i_op[3] & ~i_op[2] & (i_op[1] ^ i_op[0])) begin
        alu_result = mem_addr;
        overflow = mem_addr_of;
    end
    else if((i_op[2] ^ i_op[1]) & i_op[0]) begin
        alu_result = add_result;
        overflow = add_result_of;
    end
    else if(i_op[2] & ~i_op[1] & ~i_op[0]) begin
        alu_result = sub_result;
        overflow = sub_result_of;
    end
    else if(i_op[2] & i_op[1] & ~i_op[0]) begin
        alu_result = or_result;
    end
    else if(i_op[2] & ~i_op[1] & i_op[0]) begin
        alu_result = xor_result;
    end
end
endmodule
module core #(                              
	parameter ADDR_W = 32,
	parameter INST_W = 32,
	parameter DATA_W = 32
)(
	input                   i_clk,
	input                   i_rst_n,
	output [ ADDR_W-1 : 0 ] o_i_addr,
	input  [ INST_W-1 : 0 ] i_i_inst,
	output                  o_d_wen,
	output [ ADDR_W-1 : 0 ] o_d_addr,
	output [ DATA_W-1 : 0 ] o_d_wdata,
	input  [ DATA_W-1 : 0 ] i_d_rdata,
	output [        1 : 0 ] o_status,
	output                  o_status_valid
);
parameter INST_ADDR_W = 32;
parameter OP_W = 6;
parameter REG_ADDR_W = 5;
parameter IM_W = 16;
parameter REG_N = 32;
reg		[2:0]	CS, NS;
wire	[OP_W-1			:	0]	op;
wire							i_type;
wire	[REG_ADDR_W-1	:	0]	s1, s2, s3;
wire 	[IM_W-1			:	0]	im;
reg		[INST_W-1		:	0]	pc;
wire	[INST_W-1		:	0]	pc_add_four, pc_branch, next_pc;
wire 	[REG_ADDR_W-1	:	0]	read_reg_0, read_reg_1, write_reg;
wire							write_reg_en;
wire	[DATA_W-1		:	0]	write_data, read_data_0, read_data_1;
wire	[DATA_W-1		:	0]	alu_result;
wire							over_flow;
wire							zero, branch;
assign	op = i_i_inst[INST_W-1: INST_W - OP_W];
assign	i_type = op[3] | (~op[2] & (op[1] ^ op[0])) | (op[2] & ~op[1] & op[0]);
assign	s1 = i_type ? i_i_inst[INST_W - OP_W - REG_ADDR_W - 1: INST_W - OP_W - 2*REG_ADDR_W]
					: i_i_inst[INST_W - OP_W - 2*REG_ADDR_W - 1: INST_W - OP_W - 3*REG_ADDR_W];
assign	s2 = i_i_inst[INST_W - OP_W - 1: INST_W - OP_W - REG_ADDR_W];
assign	s3 = i_i_inst[INST_W - OP_W - REG_ADDR_W - 1: INST_W - OP_W - 2*REG_ADDR_W];
assign	im = i_i_inst[IM_W-1: 0];
assign	read_reg_0	= s2;
assign	read_reg_1	= i_type ? s1 : s3;
assign	write_reg	= s1;
assign	write_reg_en = (CS == 2'b10) & (op[2] | (~op[3] & op[0]));
assign 	write_data = (~op[3] & ~op[2] & ~op[1] & op[0]) ? i_d_rdata : alu_result;
Register u_register(i_clk, i_rst_n, read_reg_0, read_reg_1, write_reg, write_data, write_reg_en, read_data_0, read_data_1);
Alu u_alu(op, read_data_0, read_data_1, im, alu_result, zero, over_flow);
assign	branch = (op[3] & ~op[1]) & (zero ^ op[0]);
assign  pc_add_four = pc + {{(INST_W-3){1'b0}}, 3'd4};
assign	pc_branch	= pc_add_four + {{(INST_ADDR_W - IM_W){1'b0}}, im};
assign	next_pc		= (CS != 2'b01) ? pc : branch ? pc_branch : pc_add_four;
assign	o_i_addr	= pc;
assign	o_d_wen		= (CS == 2'b10) & (~op[3] & ~op[2] & op[1] & ~op[0]);
assign	o_d_addr	= alu_result;
assign	o_d_wdata	= read_data_1;
assign	o_status	= (op == 6'b1010) ? 2'd3 :
					  (over_flow) ? 2'd2 : {1'b0, i_type};
assign	o_status_valid = (CS == 2'b10);
always@(*) begin
	NS = CS;
	case(CS)
		2'b00:	NS = 2'b01;
		2'b01:	NS = 2'b10;
		2'b10:	NS = 2'b01;
		default:		NS = 2'b11;
	endcase
end
always@(posedge i_clk or negedge i_rst_n) begin
	if(~i_rst_n) begin
		pc <= {INST_ADDR_W{1'b0}};
		CS <= 2'b00;
	end
	else begin
		pc <= next_pc;
		CS <= NS;
	end
end
endmodule
module Register #(
    parameter   DATA_W = 32,
    parameter   REG_N = 32,
    parameter   REG_ADDR_W = 5
)(
    input                           i_clk,
    input                           i_rst_n,
    input   [REG_ADDR_W-1   : 0]    read_reg_0,
    input   [REG_ADDR_W-1   : 0]    read_reg_1,
    input   [REG_ADDR_W-1   : 0]    write_reg,
    input   [DATA_W-1       : 0]    write_data,
    input                           write_en,
    output  [DATA_W-1       : 0]    read_data_0,
    output  [DATA_W-1       : 0]    read_data_1
);
reg [DATA_W-1       : 0]    reg_file_r[0:REG_N-1], reg_file_w[0:REG_N-1];
assign read_data_0 = reg_file_r[read_reg_0];
assign read_data_1 = reg_file_r[read_reg_1];
integer k;
always@(*) begin
    for(k=0; k<REG_N; k=k+1)
        reg_file_w[k] = reg_file_r[k];
    if (write_en)
        reg_file_w[write_reg] = write_data;
end
always@(posedge i_clk or negedge i_rst_n) begin
    if(~i_rst_n) begin
        for(k=0; k<REG_N; k=k+1)
            reg_file_r[k] <= {DATA_W{1'b0}};
    end
    else begin
        for(k=0; k<REG_N; k=k+1)
            reg_file_r[k] <= reg_file_w[k];
    end
end
endmodule
==> run.sh <==
#!/bin/bash
# OpenROAD 26Q1-2900-gdf79404cd8, Yosys 0.63+post, stock flow scripts
make -C /OpenROAD-flow-scripts/flow DESIGN_CONFIG=/design/flow/config.mk WORK_HOME=/design/flow/orfs finish
==> constraint.sdc <==
current_design core

set clk_period 21.7
set clk_io_pct 0.2

create_clock -name clk0 -period $clk_period [get_ports {i_clk}]

set non_clock_inputs [all_inputs -no_clocks]
set_input_delay [expr $clk_period * $clk_io_pct] -clock clk0 $non_clock_inputs
set_output_delay [expr $clk_period * $clk_io_pct] -clock clk0 [all_outputs]
==> ci_impl_report.md <==
### Flow metrics

| Metric | Value |
|---|---|
| Status | finished clean |
| Arr. time, crit path | 12.49 ns |
| Layout Skew | 0.0470 ns |
| First-pass GRT wire length | 428,000 µm |
| FF-to-FF Start | u_register.reg_file_r[1][3] |
| Worst reg-to-reg setup slack | 14.55 ns |
| Cell depth of the worst setup path | 21 |
| Total Wirelength | 304,000 µm |
| Tool warnings | 71 |
| Max Slew Vio Count | 0 |
| Met1 usage | 67.1% |
| Syn avg cell area | 8.77 µm² |
| Synth warn | 5 |
| CTS Buffer Depth | 3 |
| Placed Area | 63,300 µm² |
| Logic area | 31,000 µm² |
| Share of post-route cells with drive strength above 1 | 8.88% |
| Worst hold stages | 0 |
| Yosys cell types | 92 |
| Setup bufs post-CTS | 0 |
| Largest net degree at the start of global routing | 125 |
| Worst-path cell chain | clkdlybuf4s50_1 -> nand2_1 -> nor2_4 -> buf_4 -> a22o_1 -> a221oi_1 -> nand4_1 -> o32a_1 -> inv_1 -> ha_1 -> a21oi_1 -> o21ai_0 -> nor3_1 -> a21boi_0 -> nor2_1 -> a41o_1 -> xnor2_1 -> o211ai_1 -> o211ai_1 -> a21boi_1 -> clkdlybuf4s50_1 |
| Sequential cell area | 26,500 µm² |
| Vias in the first global route | 56,900 |
| Initial antenna violation count | 16 |
| Clk slew on worst S/H paths | 0.06 ns |
| Core area | 118,000 µm² |
| Max stage delay on crit path | 1.01 ns |
| Cells after Synth | 6,770 |
| Sequential area share after synthesis | 44.6% |
| Setup crit start | i_i_inst[20] |
| Period utilization | 77.6% |
| Fp_density | 50.3% |
| Port bufs | 165 |
| Total Power | 9.61 mW |
| Routed WL per cell | 36.5 µm |
| Area share, top type | 44.6% |
| I/O pins | 166 |
| Met2 usage | 68.8% |
| Fmax | 59.4 MHz |
| Slowest cell on the critical path | nor2_4 |
| Total GRT Usage | 52.8% |
| Max-cap viol count | 0 |
| CP Capture Point | o_d_addr[26] |
| # rows | 126 |
| Initial drt markers | 7,953 |
| WHS | 0.363 ns |
| Max-slew headroom | 28.5% |
| Gp weighted congestion | 1.06 |
| RSZ-0062 raised after global routing | false |
| #FFs+latches synth | 1,059 |
| # Cells Yosys | 6,770 |
| Max H-tree Level | 3 |
| Met3 Track Usage GR | 35.0% |
| Leakage Power | 29.0 nW |
| Die W | 347 µm |
| Hold Path Class | flop to flop |
| Die area | 120,000 µm² |
| CP startpoint kind | input port |
| Grt peak-use layer | met2 |
| Final setup viols | 0 |
| Most used flip-flop cell | dfrtp_1 |
| Worst-path fanout max | 18 |
| Post-route DRC | 0 |
| Pre-antenna DRT Iters | 13 |
| Resized Gates After CTS | 0 |
| Peak VDD IR | 0.0000881 V |
| WP buf/inv | 4 |
| R2R depth | 18 |
| Synth area leader | dfrtp_1 |
| Routed Antenna Nets | 0 |
| Root Buffer | clkbuf_16 |
| Pwr/cell area | 143 nW/µm² |
| Area Growth Syn to Fin | 13.2% |
| Number of enable flip-flop cells | 0 |
| Crit end category | output port |
| Total CTS buffers | 111 |
| Height of the chip | 347 µm |
| RR Endpoint | pc[0] |
| Crit path DRT | 17.36 ns |
| FFs w/ async S/R, synth | 100% |
| Grt total ovfl | 0 |
| Synth area leaders | dfrtp_1, o21ai_0, nand2_1 |
| Worst Tran Pin Value | 1.07 ns |
| Clock sinks | 1,059 |
| Tmin final | 16.83 ns |
| Final Hold Fails | 0 |
| Setup Crit Path Kind | input port to output port |
| Total Neg Setup Slack | 0 ns |
| DP HPWL | 191,000 µm |
| Via Count | 60,300 |
| Latency at later pin | 0.74 ns |
| CTS tree | built |
| Delay-heaviest family, CP | AND-OR/OR-AND gates |
| Area of the mapped netlist | 59,400 µm² |
| Fin area | 67,200 µm² |
| Fill count | 10,400 |
| Yosys chip area | 59,400 µm² |
| Cts hold-fix bufs | 0 |
| Via density | 7.22 |
-- stage by stage --
step           instances  util, %  worst slack, ns
6_report            8344     57.0             4.87
5_1_grt             8327     56.9             4.91
4_1_cts             8323     56.9             5.27
3_5_place_dp        8120     53.7             5.28
3_3_place_gp        8120     53.7             5.32
2_1_floorplan       6770        -             8.01
-- flip-flops by register name (all words and copies together) (netlist names) --
signal                 flops
pc                        32
u_register.reg_file_r   1024
CS                         3
-- report_power, final --
group / switching [mW] / total [mW] / internal [mW]
clock: 0.845 / 2.00 / 1.16
combinational: 2.41 / 3.70 / 1.29
sequential: 1.03 / 3.91 / 2.89
total: 4.28 / 9.61 / 5.33
-- cell usage after synthesis, types with 8 or more instances --
cell type     n
inv_1       134
a31oi_1      29
clkbuf_1    490
a211oi_1     25
nor2_1      290
a22o_1      262
xor2_1       34
nor2b_1      16
a22oi_1     441
o32a_1       32
o22ai_1       8
a21o_1       89
o21ai_1      16
a21oi_1     315
and2_1       19
nand4_1     110
buf_2        39
o31ai_1      13
nor4_1       14
ha_1        148
mux2i_1      52
o211ai_1     26
and3_1       22
nand2b_1     16
or4_1        35
o21ai_0    1060
a221o_1      25
or2_2         9
a221oi_1    252
xnor2_1      78
nand2_1    1111
nand3_1     168
mux2_2       24
buf_1        40
dfrtp_1    1058
o21a_1       58
or3_1        16
nor3_1       44
o21bai_1     18
-- cell type report --
class,instances,area share [%]
multi-input combinational,4996,46.1
timing repair buffer,394,5.07
antenna,21,0.0782
clock inverter,47,0.851
sequential,1059,39.4
inverter,135,0.754
tap,1536,2.86
clock buffer,156,4.81
-- layer usage --
layer  wire length (µm)  share of wire (%)
met1             109000                 36
met2             119000                 39
met3              52600                 17
met4              22500                7.4
met5               1150               0.38
-- how the worst min path moves through the flow --
stage	from	end	slack (ns)
CTS	CS[2]	CS[1]	0.37
global route	CS[2]	CS[1]	0.37
finish	CS[2]	CS[1]	0.36
-- placed cells by master, fill, tap and decap left out, types with 18 or more instances in the layout --
cell type        instances
nor2_1                 225
a21oi_1                310
o21ai_0               1049
diode_2                 21
a22o_1                 262
o21a_1                  58
and3_1                  22
buf_4                  226
nor3_1                  43
inv_1                  134
a31oi_1                 29
a21o_1                  79
xor2_1                  34
clkbuf_1                20
nor2_4                  65
clkinv_2                23
nand2_1               1107
a221o_1                 24
xnor2_1                 78
ha_1                   148
mux2i_1                 32
a211oi_1                24
o21bai_1                18
dfrtp_1               1058
clkbuf_16              114
o32a_1                  32
a22oi_1                441
and2_1                  19
nand3_1                164
a221oi_1               252
or4_1                   34
clkbuf_8                22
mux2_2                  24
nand4_1                110
o211ai_1                26
clkdlybuf4s50_1        162
-- logic make-up after synthesis --
logic type / count (synthesis) / synth area share, %
AND-OR/OR-AND: 2749 / 30.4
AND/OR/NAND/NOR: 1906 / 14.0
flip-flops: 1059 / 44.6
buffers and inverters: 715 / 4.72
adder cells (fa/ha/maj): 152 / 3.25
XOR/XNOR: 112 / 1.65
multiplexers: 76 / 1.33
other: 1 / 0.00632
Power is estimated from default activity; no workload was simulated.
